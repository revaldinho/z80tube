**/design/flow/run.sh**
```bash
#!/bin/bash
# OpenROAD 26Q1-2900-gdf79404cd8, Yosys 0.63+post, stock flow scripts
make -C /OpenROAD-flow-scripts/flow DESIGN_CONFIG=/design/flow/config.mk WORK_HOME=/design/flow/orfs finish
```
**/design/flow/config.mk**
```make
export PLATFORM = sky130hd
export DESIGN_NAME = z80tube
export DESIGN_NICKNAME = z80tube
export VERILOG_FILES = /design/flow/design.v
export SDC_FILE = /design/flow/constraint.sdc
export NUM_CORES = 4
export LEC_CHECK = 1
export CORE_AREA = 10 10 113 113
export DIE_AREA = 0 0 123 123
```
**/design/flow/constraint.sdc**
```tcl
current_design z80tube

set clk_period 2.2
set clk_io_pct 0.2

create_clock -name clk0 -period $clk_period [get_ports {CLK}]

set non_clock_inputs [all_inputs -no_clocks]
set_input_delay [expr $clk_period * $clk_io_pct] -clock clk0 $non_clock_inputs
set_output_delay [expr $clk_period * $clk_io_pct] -clock clk0 [all_outputs]
```
**/design/flow/design.v**
```verilog
module z80tube(
               input        CLK,
               input [15:0] ADR,
               input        RD_B,
               input        WR_B, 
               input        IOREQ_B,
               input        MREQ_B,
               input        WAIT_B,
               input        RESET_B,
               inout [7:0]  DATA,
               inout [7:0]  PMOD_GPIO,
               input        TUBE_INT_B,
               inout [7:0]  TUBE_DATA,
               output [2:0] TUBE_ADR,
               output       TUBE_RNW_B,
               output       TUBE_PHI2,
               output       TUBE_CS_B,
               output       TUBE_RST_B       
               );	
  parameter IDLE=0,S0=1,S1=2,S2=3,S3=4;
  reg                 posen_q;
  reg                 negen_f_q;
  reg [1:0]           state_f_q;
  reg [1:0]           state_d;    
  reg                 wr_b_q;
  reg                 rd_b_q;    
  reg [7:0]           pmod_dir_f_q;
  reg [7:0]           pmod_dout_f_q;
  reg [7:0]           data_r;
  reg                 data_en_r;
  reg [1:0]           reset_b_q;
  wire                port_select ;  
  wire                tube_reg_select;  
  wire                reset_b_w;
  assign port_select = (ADR[15:4] == 16'hFC1) ;  
  assign tube_reg_select = port_select & !ADR[3] ; 
  assign TUBE_CS_B = IOREQ_B | !tube_reg_select ;
  assign TUBE_PHI2 = negen_f_q | posen_q;
  assign TUBE_ADR = ADR[2:0];
  assign TUBE_RNW_B = IOREQ_B | WR_B;
  assign TUBE_DATA = ( !wr_b_q & ((state_f_q==S1)|(state_f_q==S2)) & posen_q ) ? DATA : 8'bz;
  assign TUBE_RST_B = reset_b_w & ((pmod_dir_f_q[0]) ? pmod_dout_f_q[0]: 1'b1) ; 
  assign DATA = ( data_en_r ) ? data_r : 8'bzzzzzzzz ;
  assign reset_b_w = RESET_B & reset_b_q[0];
  assign PMOD_GPIO[7:4] = 4'bz;  
  assign PMOD_GPIO[3] = (pmod_dir_f_q[3]) ? pmod_dout_f_q[3] : 1'bz;
  assign PMOD_GPIO[2] = (pmod_dir_f_q[2]) ? pmod_dout_f_q[2] : 1'bz;
  assign PMOD_GPIO[1] = (pmod_dir_f_q[1]) ? pmod_dout_f_q[1] : 1'bz;
  assign PMOD_GPIO[0] = (pmod_dir_f_q[0]) ? pmod_dout_f_q[0] : 1'bz;
  always @ ( * )
    if ( !IOREQ_B & !RD_B & port_select )
      case (ADR[3:0])
        4'hF: { data_en_r, data_r } = { 1'b1, PMOD_GPIO } ;
        4'hE: { data_en_r, data_r } = { 1'b1, pmod_dir_f_q } ;
        default: { data_en_r, data_r } = { 1'b1, TUBE_DATA } ;
      endcase
    else
      { data_en_r, data_r } = { 1'b0, 8'bx } ;              
  always @ ( negedge CLK )
    case (state_f_q)
      IDLE:  state_d = (!IOREQ_B) ? S0 : IDLE ;
      S0  :  state_d = (!WAIT_B) ? S0 : S1;
      S1  :  state_d = S2;
      S2  :  state_d = IDLE;
      default: state_d = IDLE;
    endcase	
  always @ (negedge CLK ) begin
    if ( !reset_b_w ) begin
      state_f_q <= IDLE;
      negen_f_q <= 1'b0;
    end
    else begin
      state_f_q <= state_d;    
      negen_f_q <= (state_f_q==S0) ;
    end      
  end
  always @ (posedge CLK ) begin
    posen_q <= negen_f_q;
    wr_b_q  <= WR_B;
    rd_b_q  <= RD_B; 
    reset_b_q <= {RESET_B, reset_b_q[1]};    
  end
  always @ (negedge CLK )
    if (!reset_b_w)
      pmod_dir_f_q <= 8'h00;
    else	
      if (!WR_B & !IOREQ_B & port_select)
        if (ADR[3:0] == 4'hF)
          pmod_dout_f_q <= DATA[7:0];
        else if (ADR[3:0] == 4'hE)
          pmod_dir_f_q <= DATA[7:0];
endmodule  
```
==> results_slide.txt <==
Physical Implementation Snapshot

Synth
  – Count of instantiated cells in the yosys netlist: 130
  – Syn. warnings: 16
  – Max-area cell share: 27.76%
  – Most used flip-flop cell: sky130_fd_sc_hd__dfxtp_1
  – Count of flip-flops with a built-in enable after synthesis: 4
  – Dominant cell by count in the synthesized netlist: sky130_fd_sc_hd__buf_4
  – Largest cells by area: sky130_fd_sc_hd__dfxtp_1 (28%), sky130_fd_sc_hd__buf_4 (11%), sky130_fd_sc_hd__edfxtp_1 (9.8%)
  – Synthesized netlist cell count: 130
  – Top cells by count: sky130_fd_sc_hd__buf_4 (18), sky130_fd_sc_hd__dfxtp_1 (17), sky130_fd_sc_hd__a21oi_1 (10), sky130_fd_sc_hd__nand2_1 (10), sky130_fd_sc_hd__o21ai_0 (9)
  – Synthesized area: 1226 µm²
  – Yosys synthesis chip area: 1226 µm²
  – Async S/R FF share, synth: 0%
  – Mapped Avg Cell Area: 9.432 µm²
  – Cell taking the most area after synthesis: sky130_fd_sc_hd__dfxtp_1
  – Distinct cell type count after synthesis: 30
  – Number of synthesized register bits: 29

Run status
  – Outcome: aborted with a tool error
  – Error message: [error] [KeplerFormal.cpp:679] Workflow failed: Iso has multiple drivers: .DATA0, DATA[0]$_DLATCH_N_.Q0
  – Failing step: clock tree synthesis

Final timing
  – Count of endpoints without a timing constraint: 16
  – Number of register pins that no clock reaches: 8

Floorplanning
  – Die height: 123 µm
  – Std-Cell Rows: 37
  – Floorplan utilization: 11.88%
  – Number of top-level pins: 55
  – Floorplan die width: 123 µm

Placed design
  – Post-detail-place hpwl: 2776 µm
  – Routability-driven placement congestion ratio: 0.7966
  – Count of input and output buffers: 28
  – Cell area after placement: 1625 µm²
  – Worst-case setup slack after placement: -0.8898 ns

CTS
  – Clock Tree Root: sky130_fd_sc_hd__clkbuf_8
  – Number of gates resized after cts: 69
  – H-tree lvl count: 1
  – Clock tree buffer depth: 2
  – Number of buffers inserted by hold repair at cts: 0
  – Buffers inserted by post-CTS timing repair: 5
  – Number of buffers added by the clock tree synthesis step: 3
[cells by family after synthesis]
family	count (synthesis)	synth area share, %
AOI/OAI and AO/OA	28	11.94
buffers and inverters	25	13.78
DFF	21	37.55
latches	8	9.795
muxes	4	3.265
other	1	0.3058
and+or+nand+nor	43	23.37
[through the flow]
stage | cells | setup TNS, ns
2_1_floorplan | 133 | -4.270
3_3_place_gp | 287 | -12.35
3_5_place_dp | 287 | -12.63
