### /design/flow/run.sh
#!/bin/bash
# OpenROAD 26Q1-2900-gdf79404cd8, Yosys 0.63+post, stock flow scripts
make -C /OpenROAD-flow-scripts/flow DESIGN_CONFIG=/design/flow/config.mk WORK_HOME=/design/flow/orfs finish
### /design/flow/config.mk
export PLATFORM = sky130hd
export DESIGN_NAME = cpld_fifo
export DESIGN_NICKNAME = cpld_fifo
export VERILOG_FILES = /design/flow/design.v
export SDC_FILE = /design/flow/constraint.sdc
export NUM_CORES = 4
export LEC_CHECK = 1
export CORE_AREA = 10 10 76 76
export DIE_AREA = 0 0 86 86
### /design/flow/constraint.sdc
current_design cpld_fifo

set clk_period 1.0
set clk_io_pct 0.2

create_clock -name clk0 -period $clk_period [get_ports {clk}]
create_clock -name clk1 -period $clk_period [get_ports {slave_wr}]

set non_clock_inputs [all_inputs -no_clocks]
set_input_delay [expr $clk_period * $clk_io_pct] -clock clk0 $non_clock_inputs
set_output_delay [expr $clk_period * $clk_io_pct] -clock clk0 [all_outputs]
### /design/flow/design.v
module lvc374(
              input clk,
              input oeb,
              input [7:0] d,
              output [7:0] q
              );
  reg[7:0]  q_q;
  always @ (posedge clk)
    q_q <= d;
  assign q = (!oeb) ? q_q : 8'bz;
endmodule
module nand8(
             input [7:0] i,
             output o
             );
  assign o = !( &i);
endmodule
module glue(
            input [15:0] adr,
            input	ioreq_b,
            input	clk,
            input	reset_b,
            input	wr_b,
            input	rd_b,
            input	slave_rd_b,
            input	slave_wr,
            output	host_slave_wclk,
            output	slave_host_oeb,
            output	slave_dor,
            inout	host_dor,
            output	slave_dir,
            inout	host_dir
            );
  reg	slave_wr_q;
  reg	slave_rd_qb;
  reg	host_wr_qb;
  reg	host_rd_qb;
  reg	host_dor_q;
  reg	slave_dor_q;
  reg	host_slave_wclk_en_lat_qb;
  wire fd1_decode_b;
  wire host_sel_data_b = ( fd1_decode_b | adr[9] |  adr[0] | ioreq_b) ;
  wire host_sel_stat_b = ( fd1_decode_b | adr[9] | !adr[0] | ioreq_b) ;
  always @ ( clk )
    if ( !clk )
      host_slave_wclk_en_lat_qb <= host_sel_data_b | wr_b;
  assign host_slave_wclk = !host_slave_wclk_en_lat_qb & clk;
  assign slave_host_oeb =  host_sel_data_b | rd_b;
  assign {host_dir, host_dor} = ( host_sel_stat_b | rd_b ) ? 2'bz: { !slave_dor_q & slave_rd_qb, host_dor_q & !slave_wr_q};  
  assign {slave_dir, slave_dor} = { !host_dor_q & host_rd_qb , slave_dor_q & host_wr_qb};
  nand8 nand8_u(
                .i({adr[15:10], adr[8], adr[7]} ),
                .o(fd1_decode_b)
                );
  always @ ( posedge clk or negedge reset_b )
    if (!reset_b) 
      { slave_wr_q, slave_rd_qb, host_wr_qb, host_rd_qb, host_dor_q, slave_dor_q} <= 6'b011100;
    else begin 
      slave_wr_q  <= slave_wr;
      slave_rd_qb  <= slave_rd_b;    
      host_wr_qb   <= host_sel_data_b | wr_b;
      host_rd_qb <= host_sel_data_b  | rd_b;
      slave_dor_q <= !host_wr_qb | (slave_rd_qb & slave_dor_q);
      host_dor_q  <= slave_wr_q  | (host_rd_qb & host_dor_q);      
    end
endmodule
module cpld_fifo(
                 input [15:0] adr,
                 input	ioreq_b,
                 input	clk,
                 input	reset_b,
                 input	wr_b,
                 input	rd_b,
                 input	slave_rd_b,
                 input	slave_wr,
                 input  slave_unused,
                 inout [7:0]	host_data,
                 inout [7:0]	slave_data,
                 output	slave_dor,
                 output	slave_dir
                 );
  wire host_slave_wclk, slave_host_oeb;
  glue glue_u(
            .adr(adr),
            .ioreq_b(ioreq_b),
            .clk(clk),
            .reset_b(reset_b),
            .wr_b(wr_b),
            .rd_b(rd_b),
            .slave_rd_b(slave_rd_b),
            .slave_wr(slave_wr),
            .host_slave_wclk(host_slave_wclk),
            .slave_host_oeb(slave_host_oeb),
            .slave_dor(slave_dor),
            .host_dor(host_data[1]),
            .slave_dir(slave_dir),
            .host_dir(host_data[0])
       );
  lvc374 slave_host_u(
                      .clk(slave_wr),
                      .oeb(slave_host_oeb),
                      .d(slave_data),
                      .q(host_data)
         );
  lvc374 host_slave_u(
                      .clk(host_slave_wclk),
                      .oeb(slave_rd),
                      .d(host_data),
                      .q(slave_data)                      
         );
endmodule
==> Changelog: implementation <==
## Flow update

* Status: aborted with a tool error
* Stopped at: synthesis
* Stop err: ERROR: Found 2 problems in 'check -assert'.
* Cell count listed in synth_stat.txt at 37
* Synth warn at 5
* Yosys chip area at approximately 600 um2
* Synth cell types at 12
* Flops after synth at 23
==> logic make-up after synthesis <==
kind of cell     Yosys count  share of synthesized area
AND-OR/OR-AND              1                     0.0126
flip-flops                22                      0.793
AND/OR/NAND/NOR           13                      0.169
latches                    1                     0.0251
==> synthesized netlist by cell type <==
cell	instances	share of area
dfxtp_1	16	0.54
nor2b_1	4	0.042
dfrtp_1	3	0.13
dfstp_2	3	0.13
and4b_1	2	0.033
nand2_1	2	0.013
nand3_1	2	0.017
a21o_1	1	0.013
and2_1	1	0.010
and4_1	1	0.015
dlxtn_1	1	0.025
nor4b_4	1	0.040
